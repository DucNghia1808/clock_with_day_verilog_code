--- design/flow/run.sh ---
#!/bin/bash
# OpenROAD 26Q1-2900-gdf79404cd8, Yosys 0.63+post, stock flow scripts
make -C /OpenROAD-flow-scripts/flow DESIGN_CONFIG=/design/flow/config.mk WORK_HOME=/design/flow/orfs finish
--- design/flow/config.mk ---
export PLATFORM = sky130hd
export DESIGN_NAME = day_time
export DESIGN_NICKNAME = day_time
export VERILOG_FILES = /design/flow/design.v
export SDC_FILE = /design/flow/constraint.sdc
export NUM_CORES = 4
export LEC_CHECK = 1
export CORE_UTILIZATION = 40
--- design/flow/constraint.sdc ---
current_design day_time

set clk_period 6.4
set clk_io_pct 0.2

create_clock -name clk0 -period $clk_period [get_ports {clk}]

set non_clock_inputs [all_inputs -no_clocks]
set_input_delay [expr $clk_period * $clk_io_pct] -clock clk0 $non_clock_inputs
set_output_delay [expr $clk_period * $clk_io_pct] -clock clk0 [all_outputs]
--- design/flow/design.v ---
`timescale 1ns / 1ps
module day_time(Out, clk_1s, clk_5ms, up, down, clk, control, change, reset);
input  clk;
input up, down, change, reset;
output reg [5:0]control;
output reg[6:0]Out;
output reg clk_1s;
output reg clk_5ms;
reg [27:0] counter;
reg [6:0] counter1;
reg [7:0]sec;  
reg [7:0]min;
reg [7:0]hour;
reg [7:0]day;  
reg [7:0]month;
reg [7:0]year;
reg [3:0]c_sec;  
reg [3:0]dv_sec;
reg [3:0]c_min;
reg [3:0]dv_min;
reg [3:0]c_hour;
reg [3:0]dv_hour;
reg [3:0]c_day;  
reg [3:0]dv_day;
reg [3:0]c_month;  
reg [3:0]dv_month;
reg [3:0]c_year;  
reg [3:0]dv_year;
reg [2:0]count;   
initial begin
	counter = 28'b0; 
	clk_1s = 1'b0;
	sec = 8'd0;
	counter1 = 28'b0;  
	clk_5ms = 1'b0;
	count = 3'b000;
	sec = 8'd0;
	min = 8'd50;
	hour = 8'd7;
	min_alarm = 8'd0;   
	hour_alarm = 8'd0;
	day = 8'd19;
	month = 8'd04;	
	year = 8'd22;
end
always @(posedge clk)  
begin
	counter <= counter + 1;
	if (counter == 28'd50_000)  
		begin
			counter <= 28'b0;
			clk_1s <= ~clk_1s;
		end
end
always @(posedge clk)  
begin
	counter1 <= counter1 + 1;
	if (counter1 == 7'd100)  
		begin
			counter1 <= 7'b0;
			clk_5ms <= ~clk_5ms;
		end
end
function [3:0]mod_10;  
	input [5:0]number;
	begin
		mod_10 = (number >= 50) ? 5:((number>=40)?4:((number>=30)?3:((number>=20)?2:((number>=10)?1:0))));
	end
endfunction
function [6:0]number_led7seg; 
	input [3:0]num;
	begin
		number_led7seg = (num == 4'd0) ? 7'b1000000:((num == 4'd1)?7'b1111001:((num == 4'd2)?7'b0100100:((num==4'd3)?7'b0110000:((num==4'd4)?7'b0011001:((num == 4'd5)?7'b0010010:((num == 4'd6)?7'b0000010:((num == 4'd7)?7'b1111000:((num == 4'd8)?7'b0000000:7'b0010000))))))));
	end
endfunction
always @(posedge clk_1s)
begin
	sec = sec + 1; 
	if (down && !change)  
		begin
			hour = hour + 1;
			if(hour == 24)
				hour = 0;	
		end
	if (up && !change)  
		begin
			min = min +1;
			if(min == 60)
				min = 0;	
		end
	if (down && change)  
		begin
			day = day + 1;
			if(day == 30)
				day = 0;	
		end
	if (up && change)  
		begin
			month = month +1;
			if(month > 12)
				month = 0;	
		end
	if	(reset)begin
		day = 0;
		month = 0;
		min = 0;
		hour = 0;
		sec = 0;
	end
	if(sec == 60)
		begin
			 sec = 0;   
			 min = min + 1;
			 if(min == 60)
				begin
					 min = 0;   
					 hour = hour + 1;
				end
				if(hour == 24)
				begin
					hour = 0;
					day = day + 1;
				end	
		end	
	if(month == 1 || month == 3 || month == 5 || month == 7|| month == 8||month == 10||month == 12)begin
		if(day == 31)   
			begin
			 day = 0;   
			 month = month + 1;
			 if(month == 12)
				begin
					 month = 0;   
				end
			end
	end
	else if (month == 4 || month == 6 || month == 9 || month == 11)begin
		if(day == 30)   
			begin
			 day = 0;   
			 month = month + 1;
			 if(month == 12)
				begin
					 month = 0;   
				end
			end
	end
	else begin
		if(day == 28)  
			begin
			 day = 0;   
			 month = month + 1;
			 if(month == 12)
				begin
					 month = 0;   
				end
			end
	end
	c_sec = mod_10(sec); 
	dv_sec = sec - c_sec*10;	
	c_min = mod_10(min); 
	dv_min = min - c_min*10;
	c_hour = mod_10(hour); 
	dv_hour = hour - c_hour*10;
	c_day = mod_10(day);   
	dv_day = day - c_day*10;
	c_month = mod_10(month); 
	dv_month = month - c_month*10;
	c_year = mod_10(year); 
	dv_year = year - c_year*10;
end
always @ (posedge clk_5ms)
begin
	if (!change)begin    
		if(count == 3'b101)
			begin
				case (c_hour)
					4'd0: Out = 7'b1000000;
					4'd1: Out = 7'b1111001;
					4'd2: Out = 7'b0100100;
				endcase
				control = 6'b000001;
			end
		else if (count == 3'b100)
			begin
				Out = number_led7seg(dv_hour);	
				control = 6'b000010;
			end
		else if (count == 3'b011)
			begin
				Out = number_led7seg(c_min);	
				control = 6'b000100;
			end
		else if (count == 3'b010)
			begin
				Out = number_led7seg(dv_min);		
				control = 6'b001000;
			end
		else if (count == 3'b001)
			begin
				Out = number_led7seg(c_sec);	
				control = 6'b010000;
			end
		else if (count == 3'b000)
			begin
				Out = number_led7seg(dv_sec);	
				control = 6'b100000;
			end
	end 
	else if (change)
	begin    
		if(count == 3'b101)
			begin
				case (c_day)
					4'd0: Out = 7'b1000000;
					4'd1: Out = 7'b1111001;
					4'd2: Out = 7'b0100100;
					4'd3: Out = 7'b0110000;
				endcase
				control = 6'b000001;
			end
		else if (count == 3'b100)
			begin
				Out = number_led7seg(dv_day);	
				control = 6'b000010;
			end
		else if (count == 3'b011)
			begin
				Out = number_led7seg(c_month);	
				control = 6'b000100;
			end
		else if (count == 3'b010)
			begin
				Out = number_led7seg(dv_month);		
				control = 6'b001000;
			end
		else if (count == 3'b001)
			begin
				Out = 7'b0100100;	  
				control = 6'b010000;
			end
		else if (count == 3'b000)
			begin
				Out = 7'b0100100;	  
				control = 6'b100000;
			end
	end 
	count = count + 3'b001;
	if(count == 3'b110)
	begin
		count = 3'b000;
	end		
end
endmodule
==> run summary <==
flow finished, numbers: CTS Buf Count 5, Top Layout Cells dfxtp_1, nor2_1, nand2_1, Clock Skews 0.0102 ns, Worst Path Required 5.12 ns, Die H 153 µm, antenna violations before repair 0, Reg area 2850 µm², gr usage total 18.1%, vias in the first global route 7118, PwrDens 63.3 nW/µm², crit path max fanout 18, I/O pin total 20, CTS tree built, number of enable flip-flop cells 9, gp weighted congestion 0.876, FP Util 41.3%, Rows 54, Crit Path Category reg -> out, Primary FF master, synth dfxtp_1, Commonest Layout Cell dfxtp_1, Setup Viol. Count Final 0, post-route ant nets 0, router iterations before antenna repair 6, minimum clock period 2.78 ns, asr flop ratio synth 0%, worst skew pair latency 0.29 ns, CP cell instances clkdlybuf4s50_1, Max Freq 359 MHz, OpenROAD warnings 37, core area 22100 µm², H-tree levels 2, number of synthesized register bits 138, Hold/Removal Path Class reg -> reg, initial DRC count 418, total power 614 µW, Post-CTS Resized 0, fill count 2218, yosys stat area 9110 µm², setup TNS 0 ns, fin crit share 43.5%, total number of vias 7863, max incr delay on CP 0.66 ns, # Max-Cap Violations 0, normalized max-slew margin 48.8%, fin area 9700 µm², final tally of max-slew violations 0, number of port buffers 19, Ys Warns 5, Final Hold Vio Count 0, comb. cell area 5850 µm², Cells after Synth 1143, HPWL Detailed 15800 µm, GRT overflow 0, area grow syn2layout 6.37%, register pins left without a clock 101, Syn Area/Cell 7.97 µm², Inserted Diodes 0, crit-path leading delay family flip-flops, Post-synth seq share 31.3%, clock tree buffer depth 2, DRC violations left 0, pre-CTS setup slack 3.92 ns, slew of the pin with the lowest slew margin 0.766 ns, WHS 0.460 ns, CTS root buffer clkbuf_16, die area 23400 µm², CP endpoint kind primary output, endpoints left unconstrained 121, layout cells sized above 1 4.50%, Post-DP Area 9510 µm², Post-Syn Area 9110 µm², Routed WL 20300 µm, clk slew on worst S/H paths 0.07 ns, largest net degree at the start of global routing 87, VDD IR-drop max 0.136 mV, buffers inserted by post-CTS timing repair 0, die span in x 153 µm, post-DR wirelength/cell 14.4 µm, first-pass GRT wire length 35200 µm, Lkg Pwr 0.00348 µW, worst path buffer plus inverter count 1, unrepaired setup endpoints after global routing no, status complete, no violations, Setup crit start kind flop, yosys cell count 1143, critical path's slowest cell edfxtp_1, Cell Type Count 92, drt via density 5.56, Hold-fix buffers, CTS 0, final setup margin 3.62 ns, critical path data arrival time 1.50 ns, Reg2Reg Setup Slack 4.08 ns
[area by class of cell]
type / instances / share of cell area (%)
Tap cell: 280 / 3.61
Clock inverter: 2 / 0.400
Clock buffer: 6 / 1.55
Sequential cell: 138 / 29.4
Timing Repair Buffer: 24 / 2.30
Multi-Input combinational cell: 901 / 60.3
Inverter: 62 / 2.40
[cell families (layout without fill, tap and decap cells)]
kind of cell	after synthesis	after routing	synth area share (%)
buffers and inverters	104	94	4.61
AND/OR/NAND/NOR	504	504	28.9
multiplexers	16	16	1.94
XOR/XNOR	91	91	8.74
adder cells (fa/ha/maj)	36	36	5.33
AND-OR/OR-AND	254	254	19.1
flip-flops	138	138	31.3
[per-stage QoR]
stage | utilization [%] | std cells
after floorplan | - | 1143
after global placement | 43.0 | 1405
after detailed placement | 43.0 | 1405
after CTS | 43.9 | 1413
after global routing | 43.9 | 1413
final | 43.9 | 1413
[synthesized netlist by cell type, types with 7 or more instances]
library cell	number	area, µm²
a211oi_1	13	97.6
a21o_1	7	52.6
a21oi_1	62	310
a31oi_1	8	50.1
and2_1	19	119
and3_1	17	106
clkbuf_1	32	120
dfxtp_1	129	2580
edfxtp_1	9	270
ha_1	30	375
inv_1	60	225
mux2i_1	12	120
nand2_1	98	368
nand2b_1	27	169
nand3_1	53	265
nand3b_1	7	52.6
nand4_1	25	156
nor2_1	113	424
nor2b_1	18	113
nor3_1	53	265
nor3b_1	7	52.6
nor4_1	13	81.3
o21a_1	7	52.6
o21ai_0	47	235
o31ai_1	10	75.1
or2_2	9	56.3
or3_1	9	56.3
xnor2_1	59	517
xor2_1	32	280
[worst register-to-register path, delay by kind of cell, from the launching register on]
family | cells | cell delay [ns]
simple gates | 10 | 1.66
xor+xnor | 1 | 0.13
flops | 1 | 0.41
[path summary, 6_finish.rpt]
kind	startpoint	to	depth (start not counted)
worst max-delay path	clk_5ms	clk_5ms	1
worst max register to register	counter[2]	counter[25]	11
worst min register to register	counter[27]	counter[27]	1
worst min-delay path	counter[27]	counter[27]	1
[sequential cells by signal (all words and copies together), names as in the netlist, 6 cells and up]
name	cells
counter	28
day	8
hour	8
min	8
month	8
sec	8
Out	7
counter1	7
c_min	6
c_month	6
c_sec	6
control	6
[metal layers]
metal  GRT usage, %  up-vias  share of wire (%)
li1               -     4122                  -
met1           28.8     3587                 52
met2           28.5      142                 44
met3           1.07       12                2.7
met4           2.02        0                1.1
met5              0        -                  0
[where the power goes]
group	total [µW]	leakage, µW	internal [µW]	switching [µW]
Combinational	54.1	0.00225	18.7	35.4
Sequential	233	0.00113	233	0
Clock	326	0.0000926	210	117
Power is estimated from default activity; no workload was simulated.
